## flow/config.mk

```make
export PLATFORM = sky130hd
export DESIGN_NAME = fp16_multiplier
export DESIGN_NICKNAME = fp16_multiplier
export VERILOG_FILES = /design/flow/design.v
export SDC_FILE = /design/flow/constraint.sdc
export NUM_CORES = 4
export LEC_CHECK = 1
export CORE_UTILIZATION = 40
```

## flow/design.v

```verilog
function [15:0] fp16_multiply;
    input [15:0] a;  
    input [15:0] b;  
    reg sign_a, sign_b, sign_result;
    reg [4:0] exp_a, exp_b;
    reg [10:0] frac_a, frac_b;
    reg zero_a, zero_b;
    reg inf_a, inf_b, nan_a, nan_b;
    integer exp_sum;  
    reg [21:0] frac_mult;
    reg [10:0] frac_adjusted;
    reg [7:0]  exp_adjusted;  
    reg guard_bit, round_bit, sticky_bit;
    reg [10:0] frac_final;
    integer shift_amount;
    integer i;
begin
    sign_a = a[15];
    exp_a = a[14:10];
    frac_a = (exp_a == 0) ? {1'b0, a[9:0]} : {1'b1, a[9:0]};
    zero_a = (exp_a == 0) && (a[9:0] == 0);
    sign_b = b[15];
    exp_b = b[14:10];
    frac_b = (exp_b == 0) ? {1'b0, b[9:0]} : {1'b1, b[9:0]};
    zero_b = (exp_b == 0) && (b[9:0] == 0);
    sign_result = sign_a ^ sign_b;
    inf_a = (exp_a == 5'h1F) && (a[9:0] == 0);
    inf_b = (exp_b == 5'h1F) && (b[9:0] == 0);
    nan_a = (exp_a == 5'h1F) && (a[9:0] != 0);
    nan_b = (exp_b == 5'h1F) && (b[9:0] != 0);
    if (nan_a || nan_b || (inf_a && zero_b) || (zero_a && inf_b)) begin
        fp16_multiply = {1'b0, 5'h1F, 10'h200};
    end else if (inf_a || inf_b) begin
        fp16_multiply = {sign_result, 5'h1F, 10'h0};
    end else if (zero_a || zero_b) begin
        fp16_multiply = {sign_result, 15'b0};
    end else begin
        exp_sum = exp_a + exp_b - 15;
        frac_mult = frac_a * frac_b;  
        if (frac_mult[21] == 1) begin
            frac_adjusted = frac_mult[21:11];
            exp_adjusted = exp_sum + 1;
            guard_bit = frac_mult[10];
            round_bit = frac_mult[9];
            sticky_bit = |frac_mult[8:0];
        end else begin
            frac_adjusted = frac_mult[20:10];
            exp_adjusted = exp_sum;
            guard_bit = frac_mult[9];
            round_bit = frac_mult[8];
            sticky_bit = |frac_mult[7:0];
        end
        if ((guard_bit && (round_bit | sticky_bit)) || (guard_bit && ~round_bit && ~sticky_bit && frac_adjusted[0])) begin
            frac_final = frac_adjusted + 1;
            if (frac_adjusted == 11'h7FF) begin
                frac_final = 11'b0000000000;
                exp_adjusted = exp_adjusted + 1;
            end else begin
                exp_adjusted = exp_adjusted;
            end
        end else begin
            frac_final = frac_adjusted;
        end
        if (exp_adjusted >= 31) begin
            fp16_multiply = {sign_result, 5'h1F, 10'h0};
        end else if (exp_adjusted <= 0) begin
            shift_amount = 1 - exp_adjusted;
            if (shift_amount < 11) begin
                frac_final = frac_final >> shift_amount;
                fp16_multiply = {sign_result, 5'b00000, frac_final[9:0]};
            end else begin
                fp16_multiply = {sign_result, 15'b0};
            end
        end else begin
            fp16_multiply = {sign_result, exp_adjusted[4:0], frac_final[9:0]};
        end
    end
end
endfunction
module fp16_multiplier (
    input [15:0] a,   
    input [15:0] b,   
    output [15:0] result   
);
    assign result = fp16_multiply(a,b);
endmodule
```

## flow/constraint.sdc

```tcl
current_design fp16_multiplier

set clk_period 18.7
set clk_io_pct 0.2

create_clock -name clk0 -period $clk_period

set non_clock_inputs [all_inputs -no_clocks]
set_input_delay [expr $clk_period * $clk_io_pct] -clock clk0 $non_clock_inputs
set_output_delay [expr $clk_period * $clk_io_pct] -clock clk0 [all_outputs]
```

## flow/run.sh

```bash
#!/bin/bash
# OpenROAD 26Q1-2900-gdf79404cd8, Yosys 0.63+post, stock flow scripts
make -C /OpenROAD-flow-scripts/flow DESIGN_CONFIG=/design/flow/config.mk WORK_HOME=/design/flow/orfs finish
```

==> summary.txt <==
impl run done, here's what came out: Hold Path Origin a[15], Least-Margin Pin Slew 852 ps, Remaining DRCs 0, CP arrival 14000 ps, vias 5918, diode count 0, Port Buffers 48, FMAX 56.4 MHz, Max Cap Violations 0, crit path from b[12], die x size 131 µm, grt ovf 0, Area Growth Syn to Fin 8.86%, Initial DRT Pass Iterations 5, die height 131 µm, Synth area leaders fa_1 24%, ha_1 14%, inv_1 7.8%, clk_buf instances 0, initial antenna violation count 0, die area 0.0172 mm², starting DRC count in detailed routing 210, layout cell share with drive strength beyond 1 0.0439, Final Critical Period 17740 ps, Gate Area 0.00596 mm², Avg Vias per Cell 5.36, number of I/O pins 48, area leader, netlist fa_1, first-pass GRT wire length 28100 µm, Mapped Area 0.00668 mm², dpl hpwl 13600 µm, outcome finished, final reports clean, row cnt 46, Cells after Synth 876, Critical Path End Type output pin, register area 0 µm², Largest stage delay, worst path 740 ps, GRT Total Usage 0.202, max-slew violations 0, vias in the first global route 5695, Layout fillers 1633, Setup Fix Bufs, Post-CTS 0, Log Warnings 34, Inst Count DP 1104, Post-CTS Hold Fix Bufs 0, yosys stat cell total 876, Final ANT Viol Nets 0, DR WL/cell 14.8 µm, setup TNS 0 ps, Post-Layout Cell Count 1104, Relative slew margins 0.430, final number of setup-violating endpoints 0, top-area cell type share of the netlist area 0.243, drt total wl 16400 µm, Initial Utilization 0.415, largest net degree at the start of global routing 26, critical path peak fanout 25, CP Class primary input to output pin, Synth warnings 1, RSZ-0062 raised after global routing no, part of the cycle the worst path needs 0.949, crit path DRT 14960 ps, Yosys cell types 86, core area 0.0161 mm², yosys stat chip area 0.00668 mm², Fin. Hold Viols 0, Placer Congestion 0.871, flop count 0, syn_area_per_cell 7.63 µm², Gates resized, CTS repair 0, Seq/Total Area, Yosys 0, slowest stage cell, crit path or4b_1, Startpoint Class primary input, Hold Path Class primary input to output pin
## Yosys cell counts (6+ instances only)
library cell	instances
inv_1	139
nand2_1	93
fa_1	81
and2_1	75
ha_1	74
nor2_1	50
a21oi_1	35
clkbuf_1	27
nand3_1	26
o21ai_0	22
xnor2_1	20
nor3_1	18
xor2_1	13
a21o_1	12
mux2i_1	9
nand4_1	8
nor4_1	8
o211ai_1	8
o22ai_1	8
a211oi_1	7
buf_2	7
nand2b_1	6
## cell families after synthesis
family | Yosys count | share of synthesized area
muxes | 15 | 0.0245
and+or+nand+nor | 323 | 0.254
buffers and inverters | 181 | 0.109
adders and majority gates | 155 | 0.381
xor gates and xnor gates | 33 | 0.0433
AOI/OAI and AO/OA | 169 | 0.189
## layer usage
metal	vias to the layer above	share of wire	global-route usage
li1	2979	-	-
met1	2771	0.47	0.298
met2	158	0.46	0.320
met3	10	0.061	0.0464
met4	0	0.0066	0.0131
met5	-	0	0
## cell usage in the layout (no fill, tap or decap), types with 3 or more instances in the layout
cell	count
xnor2_1	20
nand2b_1	6
and2_1	75
o21bai_1	3
nor2_1	50
o211a_1	5
o2111ai_1	3
xor2_1	13
nand3_1	26
a211o_1	5
or2_2	4
a22oi_1	4
or3_1	3
a21oi_1	35
fa_1	81
a211oi_1	7
o311ai_0	4
inv_1	139
o22ai_1	8
clkdlybuf4s50_1	48
nor2b_1	4
nor4_1	8
o31ai_1	5
a31oi_1	5
nand2_1	93
a21o_1	12
buf_4	6
o32ai_2	4
ha_1	74
mux2i_1	9
and3_1	5
nand4_1	8
nor3_1	18
o211ai_1	8
nand3b_1	3
o21ai_0	22
o31a_1	4
mux2_2	4
## per-stage QoR
step                      setup slack [ps]  hold WS, ps  instance area [µm²]   util
after global placement                1150         8470                 7270  0.451
final                                  955         8460                 7270  0.451
after floorplan                       2710         7550                 6680      -
after global routing                   240         8500                 7270  0.451
after CTS                              920         8470                 7270  0.451
after detailed placement               949         8460                 7270  0.451
## layout make-up
class,instances,share of cell area
Timing Repair Buffer,54,0.0723
Inverter,139,0.0717
Tap cell,216,0.0372
Multi-Input combinational cell,695,0.819
## worst max-delay path, delay by kind of cell
kind / cells / cell delay [ps]
compound gates: 7 / 2310
mux: 1 / 230
fa+ha+maj: 7 / 3280
simple gates: 8 / 3230
buf+inv: 7 / 1190
## path summary, 6_finish.rpt
| kind | to | slack [ps] | cells past startpoint |
|---|---|---|---|
| hold / removal | result[15] | 8460 | 4 |
| setup / recovery | result[4] | 960 | 30 |
